==> /design/flow/design.v <==
`timescale 1ns/1ns
`timescale 1ns/1ns
module DM(input [7:0] Address,writeData,input clk, readMem, writeMem, output [7:0] readData, output [63:0] DMdata);
reg [7:0] DR [0:7];
integer i = 0;
initial begin
for (i = 0; i<8; i=i+1) begin
    DR[i] = 0;
end
DR[1] = 6;
end
assign DMdata = {DR[0],DR[1],DR[2],DR[3],DR[4],DR[5],DR[6],DR[7]};
assign readData = (readMem == 1) ? DR[Address] : 8'bZ;
always @(posedge clk)begin
    if (writeMem) DR[Address] = writeData;
end
endmodule
`timescale 1ns/1ns
module IM(input [7:0] readAddress, input clk,output reg[15:0] instruction);
reg [15:0] IR [255:0];
integer i = 0;
initial begin
for (i = 0; i<256; i=i+1) begin
    IR[i] = 0;    
end
end
initial begin
IR[0]=16'b1011000110000000;      
IR[1]=16'b0000000110011001;      
IR[2]=16'b0000001101001001;      
IR[3]=16'b0000010000001001;      
IR[4]=16'b0000001111001001;      
end
always @(readAddress) instruction = IR[readAddress];
endmodule
`timescale  1ns/1ns
module RegBank (readData1, readData2, readRegister1, readRegister2, writeRegister, writeData,regWrite, clk, dataLookUp);
reg [7:0] R [0:7];
input clk,regWrite;
input [2:0]
       readRegister1 ,
       readRegister2 ,
       writeRegister ;
input [7:0]
       writeData;
output [7:0] 
        readData1 ,
        readData2 ;
output [63:0] dataLookUp;
integer i;
initial begin
for (i = 0; i<8; i=i+1) begin
    R[i] = 0;    
end
end
assign readData1 = R[readRegister1];
assign readData2 = R[readRegister2];
assign dataLookUp = {R[0],R[1],R[2],R[3],R[4],R[5],R[6],R[7]};
always @(posedge clk) begin
    if(regWrite) R[writeRegister] = writeData;
end
endmodule  
module controller (
    output reg ssCtrl,
    input clk,
    input [9:0]opcode,
    input ZeroFlag,
          SignFlag,
          CarryFlag,
          OverflowFlag, 
    output reg jump,
           ReadDMem,
           WriteDMem,
    output reg [1:0]feedBackMUX,
    output reg regWrite,
    output reg [3:0] ALUOperation,
    output reg aluSecOperand,
    output reg [19:0] outputBus,
    output reg [1:0] OFFCtrl,ZFCtrl,CFCtrl,SFCtrl,
    output reg correction
);
initial begin
correction = 0;
end
initial begin
{jump,ReadDMem,WriteDMem,feedBackMUX,regWrite,aluSecOperand,ALUOperation,OFFCtrl,ZFCtrl,CFCtrl,SFCtrl} = 19'b0000000000000000000;
end
always @(opcode) begin
    ssCtrl = 0;
    correction = 0;
    if(opcode[9]==0)
    begin   
        case (opcode[8:0])
        9'b000000000: outputBus = 19'b0_0_0_00_0_0_0000_11_11_11_11;
        9'b000000001: outputBus = 19'b0_0_0_00_1_0_0000_10_10_10_10;
        9'b000000010: outputBus = 19'b0_0_0_00_1_0_0001_00_10_00_10;
        9'b000000011: outputBus = 19'b0_0_0_00_1_0_0010_10_10_10_10;
        9'b000000100: outputBus = 19'b0_0_0_00_1_0_0011_00_10_00_10;
        9'b000000101: outputBus = 19'b0_0_0_00_1_0_0100_00_10_00_10;
        9'b000000110: outputBus = 19'b0_0_0_00_1_0_0101_11_11_11_11;
        9'b000001000: outputBus = 19'b0_0_0_00_1_0_0110_11_11_11_11;
        9'b000001001: begin outputBus = 19'b0_0_0_00_1_1_0111_10_10_10_10; correction = 1; end
        9'b000001010: begin outputBus = 19'b0_0_0_00_1_1_1000_10_10_10_10; correction = 1; end
        9'b000001011: begin outputBus = 19'b0_0_0_00_1_1_1001_10_10_10_10; correction = 1; end
        9'b000001100: begin outputBus = 19'b0_0_0_00_1_1_1010_10_10_10_10; correction = 1; end
        9'b000001101: begin outputBus = 19'b0_0_0_00_1_1_1011_10_10_10_10; correction = 1; end
        9'b000001110: begin outputBus = 19'b0_0_0_00_1_1_1100_10_10_10_10; correction = 1; end
        9'b000001111: outputBus = 19'b0_0_0_00_1_0_1110_10_10_10_10;
        9'b000010000: outputBus = 19'b0_0_0_00_1_0_1111_10_10_10_10;
        9'b000010100: outputBus = 19'b0_0_0_00_0_1_0010_10_10_10_10;
        9'b000010011: begin outputBus = 19'b0_0_0_00_0_0_0000_11_11_11_11; ssCtrl = 1; end
        endcase
    end
    else if(opcode[9]==1) 
    begin
        case (opcode[8:5])
        4'b0000: if(ZeroFlag) outputBus = 19'b1001101000011111111; else outputBus = 19'b0000000000011111111;
        4'b0001: if(CarryFlag) outputBus = 19'b1001101000011111111; else outputBus = 19'b0000000000011111111;
        4'b0010: if(ZeroFlag&CarryFlag) outputBus = 19'b1001101000011111111; else outputBus = 19'b0000000000011111111;
        4'b0011: if(ZeroFlag!=OverflowFlag)outputBus = 19'b1001101000011111111; else outputBus = 19'b0000000000011111111;
        4'b0100: if((!ZeroFlag)&(SignFlag==OverflowFlag)) outputBus = 19'b1001101000011111111; else outputBus = 19'b0000000000011111111;
        4'b0101: outputBus = 19'b1001101000011111111;
        4'b0110: outputBus = 19'b0001010000011111111;
        4'b0111: outputBus = 19'b0100111010111111111;
        endcase
    end
    {jump,ReadDMem,WriteDMem,feedBackMUX,regWrite,aluSecOperand,ALUOperation,OFFCtrl,ZFCtrl,CFCtrl,SFCtrl} = outputBus;
end
endmodule  
module MUX (input[7:0] x, y,input select, output[7:0] z);
assign z = (select) ? y : x;
endmodule 
`timescale 1ns/1ns
module SMUX (input x, y,input select, output z);
assign z = (~select) ? x : y;
endmodule 
module Adder (input[7:0] x,y, output[7:0] z, output carryout);
assign {carryout,z} = x + y;
endmodule  
`timescale 1ns/1ns
module register (output reg [7:0]parallelOutput, input [7:0]parallelInput, input clk);
initial begin
parallelOutput = 0;
end
always @(posedge clk)
begin
parallelOutput =  parallelInput;
end
endmodule  
`timescale 1ns/1ns
module register4 (output reg [3:0]parallelOutput, input [3:0]parallelInput, input clk);
initial
begin
parallelOutput = 0;
end
always @(posedge clk)
begin
parallelOutput = parallelInput;
end
endmodule  
`timescale 1ns / 1ns
module instructionDecoder (output reg[2:0] reg1,reg2, output reg[7:0]immidiate,input[15:0]instruction,input clk);
always @(instruction)
begin
if(instruction[15] == 0)
begin
reg1 = instruction[5:3];
reg2 = instruction[2:0];
immidiate = {5'b00000,reg2};
end
else if(instruction[15] == 1)
begin
reg1 = instruction[10:8];
reg2 = 3'bZ;
immidiate = instruction[7:0];
end
end
endmodule  
`timescale 1ns / 1ns
module ALU (input[7:0] x,y,input [3:0]operation, output reg[7:0]z,output reg zero,carryout);
initial carryout = 0;
reg [7:0]dummy;
always @(x,y) begin
    zero = x == y;
    carryout = 0;
    case(operation)
        0: {carryout,z} = x + y;
        1: z = x & y;
        2: {carryout,z} = x - y;
        3: z = x | y;
        4: z = x ^ y;
        5: z = y;
        6: z = ~x;
        7: z = x >>> y;
        8: z = x >> y;
        9: z = x <<< y;
        10: z = x << y;
        11: {z,dummy} = {x,x} << y; 
        12: {z,dummy} = {x,x} >> y; 
        13: z = x+1;
        14: z = x-1;
    endcase
end
endmodule  
`timescale 1ns/1ns
module MUX4 (input[7:0] x, y, z, t,input[1:0] select, output [7:0] q,input clk);
assign q = (~select[1]) ? ((~select[0]) ? x : y) : ((~select[0]) ? z : t);
endmodule  
`timescale 1ns/1ns
module MUX4_1 (input x, y, z, t,input[1:0] select, output q);
assign q = (~select[1]) ? ((~select[0]) ? x : y) : ((~select[0]) ? z : t);
endmodule  
`timescale 1ns / 1ns
module extend3to8 (input [2:0] in, output [7:0] out);
assign out = {5'b00000,in};
endmodule  
module mini_processor (output jump,ReadDMem,WriteDMem,regWrite,carryOut,input clk,output[15:0] instructionMemoryOutput, output[7:0] mainAluResult,Reg1MemData,Reg2MemData,writeDataFeedBack,ssOutput,dataMemoryOutput,immidiate,output [63:0]dataLookUp,DMdata,output[3:0] flagReg,output correction);
wire dummy,aluSecOperand;
wire [7:0]  pcOutput,pcInput,pcAdderOutput,
            regImmidiateMUXOutput;
wire [2:0] Reg1ReadAddress,Reg2ReadAddress;
wire [1:0] feedBackMUX;
wire [3:0] ALUOperation;
wire [19:0]outputBus;
wire ZeroFlagIN,
     CarryFlagIN,
     OverflowFlagIN,
     SignFlagIN,
     ZeroFlagOUT,
     SignFlagOUT,
     CarryFlagOUT,
     OverflowFlagOUT,
     AluZero;
wire updateOFF,
     updateZF,
     updateCF,
     updateSF;
wire [1:0] OFFCtrl,ZFCtrl,CFCtrl,SFCtrl;
assign flagReg = {ZeroFlagOUT,SignFlagOUT,CarryFlagOUT,OverflowFlagOUT};
register pcReg(pcOutput, pcInput, clk);
Adder pcAdder(pcOutput, 8'b00000001, pcAdderOutput, dummy);
MUX jumpMUX(pcAdderOutput,immidiate,jump,pcInput);
MUX sevenSegmentData(8'b00000000, Reg1MemData, ssCtrl, ssOutput);
register4 flagRegister({ZeroFlagOUT,SignFlagOUT,CarryFlagOUT,OverflowFlagOUT},{ZeroFlagIN,SignFlagIN,CarryFlagIN,OverflowFlagIN},clk);
assign updateOFF = (~correction&carryOut&((Reg1MemData[7]&Reg2MemData[7]&~mainAluResult[7])|(~Reg1MemData[7]&~Reg2MemData[7]&mainAluResult[7])))|(correction&(Reg1MemData[7]^mainAluResult[7]));
assign updateZF  = AluZero;
assign updateCF  = carryOut;
assign updateSF  = mainAluResult[7];
MUX4_1 OFFlag(1'b0,1'b1,updateOFF,OverflowFlagOUT,OFFCtrl,OverflowFlagIN);
MUX4_1 ZFlag(1'b0,1'b1,updateZF,ZeroFlagOUT,ZFCtrl,ZeroFlagIN);
MUX4_1 CFlag(1'b0,1'b1,updateCF,CarryFlagOUT,CFCtrl,CarryFlagIN);
MUX4_1 SFlag(1'b0,1'b1,updateSF,SignFlagOUT,SFCtrl,SignFlagIN);
IM instructionMemory(pcOutput,clk,instructionMemoryOutput);
instructionDecoder insDecoder(Reg1ReadAddress,Reg2ReadAddress,immidiate,instructionMemoryOutput,clk);
RegBank registerFile(Reg1MemData,Reg2MemData,Reg1ReadAddress,Reg2ReadAddress,Reg1ReadAddress,writeDataFeedBack,regWrite,clk,dataLookUp);
MUX regImmidiate(Reg2MemData,immidiate,aluSecOperand,regImmidiateMUXOutput);
ALU alUnit(Reg1MemData,regImmidiateMUXOutput,ALUOperation,mainAluResult,AluZero,carryOut);
DM dataMemoryUnit(immidiate,mainAluResult,clk,ReadDMem,WriteDMem,dataMemoryOutput,DMdata);
MUX4 dataMemoryMUX(mainAluResult,dataMemoryOutput,immidiate,8'b00000000,feedBackMUX,writeDataFeedBack,clk);
controller controlUnit(ssCtrl,clk,instructionMemoryOutput[15:6],ZeroFlagOUT,SignFlagOUT,CarryFlagOUT,OverflowFlagOUT,jump,ReadDMem,WriteDMem,feedBackMUX,regWrite,ALUOperation,aluSecOperand,outputBus,OFFCtrl,ZFCtrl,CFCtrl,SFCtrl,correction);
endmodule 
==> /design/flow/run.sh <==
#!/bin/bash
# OpenROAD 26Q1-2900-gdf79404cd8, Yosys 0.63+post, stock flow scripts
make -C /OpenROAD-flow-scripts/flow DESIGN_CONFIG=/design/flow/config.mk WORK_HOME=/design/flow/orfs finish
==> /design/flow/config.mk <==
export PLATFORM = sky130hd
export DESIGN_NAME = mini_processor
export DESIGN_NICKNAME = mini_processor
export VERILOG_FILES = /design/flow/design.v
export SDC_FILE = /design/flow/constraint.sdc
export NUM_CORES = 4
export LEC_CHECK = 1
export CORE_UTILIZATION = 30
export SYNTH_MEMORY_MAX_BITS = 65536
==> /design/flow/constraint.sdc <==
current_design mini_processor

set clk_period 9.8
set clk_io_pct 0.2

create_clock -name clk0 -period $clk_period [get_ports {clk}]

set non_clock_inputs [all_inputs -no_clocks]
set_input_delay [expr $clk_period * $clk_io_pct] -clock clk0 $non_clock_inputs
set_output_delay [expr $clk_period * $clk_io_pct] -clock clk0 [all_outputs]
==> reports/metrics.csv <==
stage;metric;value;unit
power_and_ir_drop;power_leakage;3.11;nW
clock_network;post_cts_resize_count;0;
detailed_routing;vias;5992;
cells_and_area;final_layout_size_suffix_gt1_share;5.83;%
global_routing;grtUsageTotal;21.0;%
worst_setup_path;start_kind;flip-flop;
hold_path;min-delay-path-class;reg -> reg;
global_routing;globalRoute.totalOverflow;0;
global_routing;grt_pass1_vias;5867;
clock_network;path_clk_slew;0.06;ns
worst_setup_path;worst_r2r_endpoint;flagRegister.parallelOutput[0];
synth;synth.top_cells.by_count;sky130_fd_sc_hd__buf_4, sky130_fd_sc_hd__edfxtp_1, sky130_fd_sc_hd__nor2_1;
synth;number_of_warnings_printed_during_yosys_synthesis;11;
synth;cell_type_with_the_largest_total_area_after_synthesis;sky130_fd_sc_hd__edfxtp_1;
worst_setup_path;crit-reg2reg-launch;pcReg.parallelOutput[1];
worst_setup_path;cp.depth;20;
hold_path;min_path_cells;1;
timing;unclocked_regs;8;
detailed_routing;dr.first_iter.drc_count;582;
timing;final_period_minus_worst_setup_slack;8.04;ns
cells_and_area;fin_area;8190;um2
worst_setup_path;data_required_critical_path;7.84;ns
timing;relSlewSlack;39.1;%
synth;synthArstFlopShare;0;%
clock_network;cts_bufs_inserted;9;
die;chip_area;23400;um2
timing;rsz0062_at_grt;no;
worst_setup_path;worstPathBufferInverterCount;3;
synth;yosys_cells;757;
clock_network;worstSkewPairLatency;0.34;ns
clock_network;cts_max_path_buffers;2;
timing;setup_viol_count_final;0;
outcome;run_status;finished, final reports clean;
global_routing;grt_start_max_net_pins;33;
place;detailed_place.area;7920;um2
place;globalplace.congestion;0.976;
detailed_routing;number_of_drc_violations_after_detailed_routing;0;
timing;max_slew.worst_pin.slew;0.909;ns
cells_and_area;final_util;37.1;%
worst_setup_path;register_to_register_setup_slack;4.06;ns
die;die_width;153;um
timing;timing.final.max_slew_violations;0;
synth;top_cell;sky130_fd_sc_hd__buf_4;
synth;synth-edff-count;68;
die;design.portCount;211;
synth;numSynthFlops;84;
power_and_ir_drop;vdd.ir_drop.worst;0.0875;mV
die;floorplan.core_area;22100;um2
timing;fin_tns_setup;0;ns
clock_network;clock_tree.root_cell;sky130_fd_sc_hd__clkbuf_16;
die;chipHeight;153;um
worst_setup_path;critical_path.endpoint_type;primary output;
timing;hold_violations_final;0;
detailed_routing;drt_first_pass_iters;5;
synth;syn-instance-count;757;
synth;post_synth_num_cell_types;85;
power_and_ir_drop;power_per_cell_area;79.5;nW/um2
detailed_routing;postRouteWirelength;23900;um
worst_setup_path;crit_path_max_incr_delay;0.65;ns
worst_setup_path;reg2reg_depth;20;
timing;untimed_endpoints;17;
power_and_ir_drop;power;0.651;mW
detailed_routing;viasPerCell;5.27;
die;core_util_floorplan;31.0;%
clock_network;tritoncts;done;
worst_setup_path;timing.critical_path.fanout_max;21;
hold_path;worst_hold_startpoint;pcReg.parallelOutput[0];
hold_path;hold-path-endpoint;pcReg.parallelOutput[0];
global_routing;antenna_found_initial;0;
flow_run;cap_viol_max_count;0;
worst_setup_path;worst_path_max_delay_cell;sky130_fd_sc_hd__ha_1;
synth;ff_type;sky130_fd_sc_hd__edfxtp_1;
timing;highest_attainable_clock_frequency;124;MHz
detailed_routing;n_antenna_cell;0;
synth;netlist_area;6840;um2
timing;final_clock_period_utilization_by_the_worst_path;82.0;%
worst_setup_path;timing.critical_path.arrival;6.08;ns
synth;yosysChipArea;6840;um2
timing;skew;0.00850;ns
cells_and_area;synthToLayoutAreaGrowth;19.7;%
detailed_routing;detail_route.wl_per_cell;21.0;um
timing;hold_ws;0.543;ns
synth;top_cells_by_area;sky130_fd_sc_hd__edfxtp_1, sky130_fd_sc_hd__buf_4, sky130_fd_sc_hd__ha_1;
place;place.detailed.hpwl;18900;um
cells_and_area;fillers;2221;
flow_run;openroad.warnings;45;
worst_setup_path;worstPathCellList;inv_1, ha_1, or4bb_1, or3_1, o21a_1, a31oi_1, o221ai_2, nand2_1, inv_1, ha_1, fa_1, nor2b_1, o21bai_1, a21oi_1, o21ai_0, a21oi_1, o21a_1, o2111ai_1, nand2_1, clkdlybuf4s50_1;
die;rows;54;
synth;syn_avg_cell_area;9.04;um2
clock_network;clock_tree.htree_level_count;3;
clock_network;postCtsHoldBufs;0;
clock_network;post-cts-setup-buffer-count;0;
worst_setup_path;critPathTopFamily;AND-OR/OR-AND gates;
place;place.port_buffers;121;
worst_setup_path;setup.worst_path.class;reg -> out;
worst_setup_path;timing.critical_path.from;pcReg.parallelOutput[1];
global_routing;grt_first_pass_wirelength;35800;um
synth;top_area_share;29.8;%
detailed_routing;route.antenna.remaining_nets;0;
==> cell usage in the layout, fill, tap and decap left out, types with 6 or more instances in the layout <==
cell type                         instances
sky130_fd_sc_hd__clkbuf_16                9
sky130_fd_sc_hd__buf_4                   17
sky130_fd_sc_hd__a31oi_1                  7
sky130_fd_sc_hd__a221oi_1                 7
sky130_fd_sc_hd__nand3_1                 18
sky130_fd_sc_hd__ha_1                    37
sky130_fd_sc_hd__conb_1                  89
sky130_fd_sc_hd__nor2b_1                 10
sky130_fd_sc_hd__dfxtp_1                  8
sky130_fd_sc_hd__nor4_1                  11
sky130_fd_sc_hd__nand2b_1                12
sky130_fd_sc_hd__o21a_1                   6
sky130_fd_sc_hd__mux2i_1                 19
sky130_fd_sc_hd__o22ai_1                  8
sky130_fd_sc_hd__nand2_1                 41
sky130_fd_sc_hd__inv_1                   45
sky130_fd_sc_hd__edfxtp_1                68
sky130_fd_sc_hd__or3_1                    8
sky130_fd_sc_hd__or2_2                    9
sky130_fd_sc_hd__a211oi_1                14
sky130_fd_sc_hd__xnor2_1                 14
sky130_fd_sc_hd__o21ai_0                 28
sky130_fd_sc_hd__and2_1                   7
sky130_fd_sc_hd__nand4_1                  6
sky130_fd_sc_hd__dlxtn_1                  8
sky130_fd_sc_hd__nor3_1                  21
sky130_fd_sc_hd__a21oi_1                 28
sky130_fd_sc_hd__and3_1                   9
sky130_fd_sc_hd__clkdlybuf4s50_1        121
sky130_fd_sc_hd__nor2_1                  55
sky130_fd_sc_hd__o21bai_1                 6
sky130_fd_sc_hd__a21o_1                  12
==> report_power, final <==
group          internal, mW  switching, mW  total, mW
sequential            0.347              0      0.347
combinational             0       0.000764   0.000766
clock                 0.169          0.133      0.303
==> worst max-delay path by stage <==
stage | endpoint | slack, ns
6_report | carryOut | 1.76
5_1_grt | carryOut | 1.38
4_1_cts | carryOut | 1.84
==> flip-flops by register name, indices dropped and copies added, names as in the netlist <==
register / flops
registerFile.R: 64
flagRegister.parallelOutput: 4
alUnit.z: 8
pcReg.parallelOutput: 8
==> worst register-to-register path, stage by stage, from the launching register on <==
cell	delay [ns]
sky130_fd_sc_hd__dfxtp_1	0.42
sky130_fd_sc_hd__inv_1	0.19
sky130_fd_sc_hd__ha_1	0.65
sky130_fd_sc_hd__or4bb_1	0.58
sky130_fd_sc_hd__or3_1	0.48
sky130_fd_sc_hd__o21a_1	0.25
sky130_fd_sc_hd__a31oi_1	0.19
sky130_fd_sc_hd__o221ai_2	0.18
sky130_fd_sc_hd__nand2_1	0.30
sky130_fd_sc_hd__inv_1	0.10
sky130_fd_sc_hd__ha_1	0.24
sky130_fd_sc_hd__fa_1	0.41
sky130_fd_sc_hd__nor2b_1	0.15
sky130_fd_sc_hd__o21bai_1	0.18
sky130_fd_sc_hd__a21oi_1	0.10
sky130_fd_sc_hd__o21ai_0	0.22
sky130_fd_sc_hd__a21oi_1	0.13
sky130_fd_sc_hd__o21a_1	0.19
sky130_fd_sc_hd__o2111ai_1	0.27
sky130_fd_sc_hd__a22o_1	0.20
sky130_fd_sc_hd__nand3_1	0.07
==> cell type report <==
cell class / count / area, um2 / share of cell area, %
tap: 280 / 350 / 4.28
timing repair buffer: 138 / 1340 / 16.3
inverter: 45 / 169 / 2.06
clock buffer: 9 / 225 / 2.75
multi-input combinational: 575 / 3740 / 45.7
clock inverter: 6 / 40.0 / 0.489
sequential: 84 / 2320 / 28.4
==> stage by stage <==
stage	std cells	setup WS, ns
after floorplan	844	3.57
after global placement	1122	2.29
after detailed placement	1122	2.25
after CTS	1137	1.84
after global routing	1137	1.38
final	1137	1.76
==> layer usage <==
| layer | routed length, um | GRT usage (%) | part of all wire [%] | vias up |
|---|---|---|---|---|
| met3 | 2700 | 7.68 | 11 | 40 |
| met1 | 9910 | 29.2 | 42 | 2834 |
| met2 | 10500 | 31.2 | 44 | 354 |
| li1 | - | - | - | 2762 |
| met4 | 731 | 5.29 | 3.1 | 2 |
| met5 | 56 | 2.28 | 0.23 | - |
==> cells by family after synthesis <==
kind of cell	count (synthesis)	share of synthesized area [%]
AND-OR/OR-AND	173	18.4
XOR/XNOR	17	2.18
adder cells (fa/ha/maj)	40	7.64
buffers and inverters	185	16.1
flip-flops	76	32.2
latches	8	1.76
multiplexers	22	3.44
other	2	0.110
AND/OR/NAND/NOR	234	18.1
Power and IR drop assume default switching activity.
